**flow/design.v**
```verilog
module uart_tx #(
    parameter CLK_FREQ = 100_000_000,
    parameter BAUD     = 115200
)(
    input  logic clk,
    input  logic rst,
    input  logic [7:0] data,
    input  logic start,    
    output logic tx,       
    output logic busy
);
    localparam integer BAUD_CNT = CLK_FREQ / BAUD;
    typedef enum logic [1:0] {IDLE, START, DATA, STOP} state_t;
    state_t state;
    logic [$clog2(BAUD_CNT)-1:0] baud_cnt;
    logic [2:0] bit_idx;
    logic [7:0] shift_reg;
    always_ff @(posedge clk or posedge rst) begin
        if (rst) begin
            state <= IDLE;
            tx <= 1;
            busy <= 0;
        end else begin
            case (state)
                IDLE: begin
                    busy <= 0;
                    if (start) begin
                        shift_reg <= data;
                        state <= START;
                        baud_cnt <= BAUD_CNT-1;
                        tx <= 0;  
                        busy <= 1;
                    end
                end
                START, DATA, STOP: begin
                    if (baud_cnt == 0) begin
                        case (state)
                            START: begin
                                state <= DATA;
                                bit_idx <= 0;
                                tx <= shift_reg[0];
                                shift_reg <= shift_reg >> 1;
                            end
                            DATA: begin
                                if (bit_idx == 7) begin
                                    state <= STOP;
                                    tx <= 1;  
                                end else begin
                                    bit_idx <= bit_idx + 1;
                                    tx <= shift_reg[0];
                                    shift_reg <= shift_reg >> 1;
                                end
                            end
                            STOP: state <= IDLE;
                        endcase
                        baud_cnt <= BAUD_CNT-1;
                    end else baud_cnt <= baud_cnt - 1;
                end
            endcase
        end
    end
endmodule
```
**flow/run.sh**
```bash
#!/bin/bash
# OpenROAD 26Q1-2900-gdf79404cd8, Yosys 0.63+post, stock flow scripts
make -C /OpenROAD-flow-scripts/flow DESIGN_CONFIG=/design/flow/config.mk WORK_HOME=/design/flow/orfs finish
```
**flow/config.mk**
```make
export PLATFORM = sky130hd
export DESIGN_NAME = uart_tx
export DESIGN_NICKNAME = uart_tx
export VERILOG_FILES = /design/flow/design.v
export SDC_FILE = /design/flow/constraint.sdc
export NUM_CORES = 4
export LEC_CHECK = 1
export CORE_UTILIZATION = 30
```
**flow/constraint.sdc**
```tcl
current_design uart_tx

set clk_period 4.9
set clk_io_pct 0.2

create_clock -name clk0 -period $clk_period [get_ports {clk}]

set non_clock_inputs [all_inputs -no_clocks]
set_input_delay [expr $clk_period * $clk_io_pct] -clock clk0 $non_clock_inputs
set_output_delay [expr $clk_period * $clk_io_pct] -clock clk0 [all_outputs]
```
==> results.txt <==
fresh numbers from the pnr run: outcome=complete, no violations, clock skew=0.007335 ns, worst slew pin tran=0.6222 ns, GR Overflow Total=0, Post-CTS Hold Buffers=0, FMAX=409.4 MHz, Yosys cell types=33, minimum clock period=2.443 ns, Main synth FF type=edfxtp_1, start point of the critical path=baud_cnt[0], ys async rst share=22.22%, Final HPWL DP=1574 um, First-pass DRT Iterations=4, vias per cell=4.718, R2R cell count=7, CTS tree=yes, PwrDens=315.5 nW/um^2, CP Capture Type=flip-flop, routability cong.=0.8731, Max IR drop VDD=249.1 uV, final number of setup-violating endpoints=0, largest net degree at the start of global routing=15, die height=68.65 um, met3 Resource Use GR=2.333%, cell count after synthesis=121, worst hold path class=flip-flop to flip-flop, mean routed wirelength per cell=11.77 um, hold path cells=2, Syn Std Cell Area=1333 sq um, tool warning count=25, Flop area=783.3 sq um, Leak=0.6121 nW, Critical Path End=shift_reg[6], vias in the first global route=831, Clock Tree Buf Depth=2, clock latency on the worst-skew pair=0.26 ns, CTS Root Cell=clkbuf_8, critical-path cell list=inv_1 > ha_1 > nor4b_1 > nor3b_4 > o21ai_2 > a2111oi_2 > buf_4, Critical Path Fanout Max=8, Crit-path slowest cell=edfxtp_1, H-Tree Depth=1, first-pass GRT wire length=3739 um, critical path class=flip-flop to flip-flop, Slew Limit Fails=0, number of enable flip-flop cells=21, final wirelength=2212 um, FILL cells=411, chip area=4712 sq um, initial DRC count=27, sequential area share after synthesis=58.78%, reg2reg start=baud_cnt[0], die span in x=68.65 um, CTS Buf Count=3, Warnings, synthesis=1, GR Util met1=18.42%, Critical Path Max Stage Delay=0.44 ns, RSZ-0062 raised after global routing=no, via count=887, yosys cell count=121, Worst Path Arrival=2.43 ns, GRT Util Overall=11.10%, Cell Rows=23, Combinational Area=523.0 sq um, YS chip area=1333 sq um, worst setup margin=2.457 ns, synth-to-layout area growth=18.22%, Worst-path clk slew=0.09 ns, dpl ws=2.491 ns, Remaining DRCs=0, crit share post-route=49.85%, Worst slew margin=58.20%, core outline area=4144 sq um, FF+latch count, synth=27, clk sinks=27, Most Crowded Layer GR=met1, M2 GR Usage=16.30%, Reg2Reg Capture Point=shift_reg[6], # IOs=13, most frequent cells in the layout=nand2_1, edfxtp_1, clkdlybuf4s50_1, initial antenna violation count=0, CP Launch Type=flip-flop, Reg2Reg Setup Slack=2.46 ns, input/output buffers=12, postcts setup bufs=0, most frequent logic cell in the layout=nand2_1, Largest register FFs=10, fp util=32.16%, Antenna Nets Post-Route=0, WP data required=4.88 ns, Max Cap Viol=0, layout cells sized above 1=12.32%, # diodes=0, total negative slack=0 ns, Mean Syn Cell Area=11.01 sq um, post_cts resized=0, final hold vios=0
[per-stage QoR]
step                instances  utilization [%]  instance area (sq um)  total power [mW]  hold slack, ns
floorplan                 121                -                   1333            0.3545          0.4644
global placement          184            36.93                   1530            0.3814          0.4857
detailed placement        184            36.93                   1530            0.3831          0.4981
CTS                       188            38.01                   1575            0.5044          0.5117
global route              188            38.01                   1575            0.5245          0.5241
finish                    188            38.01                   1575            0.4969          0.5080
[cell type report]
cell class	instances	area share, %
flip-flops and latches	27	49.72
clock buffers	4	2.859
inverters	5	1.191
well taps	50	3.971
repair buffers	15	9.055
multi-input cells	87	33.20
[power breakdown]
part / switching (mW) / internal [mW]
Clock: 0.0609 / 0.0580
Combinational: 0.0411 / 0.0389
Sequential: 0.0214 / 0.277
Total: 0.123 / 0.373
[kinds of logic after synthesis]
group                      count (synthesis)  synth area share, %
and+or+nand+nor                           63                24.41
DFF                                       27                58.78
AOI/OAI and AO/OA                         15                7.793
buffers and inverters                      7                1.972
xor gates and xnor gates                   4                2.630
adders and majority gates                  3                2.817
muxes                                      2                1.596
[cells in the mapped netlist (2+ instances only)]
master    number  share of area [%]
dfrtp_1        4                7.5
nand2_1       30                8.5
ha_1           3                2.8
inv_1          5                1.4
nor3_1         6                2.3
nor2b_1        4                1.9
a21oi_1        4                1.5
clkbuf_1       2               0.56
or4_4          2                1.7
nor2_1         7                2.0
dfstp_2        2                3.9
edfxtp_1      21                 47
o21ai_0        5                1.9
xor2_1         2                1.3
xnor2_1        2                1.3
and2_1         5                2.3
[routing by layer]
metal | wire, um | part of all wire, %
met1 | 1094 | 49
met2 | 1005 | 45
met3 | 97 | 4.4
met4 | 14 | 0.63
met5 | 0 | 0
[worst max-delay path, delay by kind of cell (launching register included)]
| kind | cells | cell delay (ns) |
|---|---|---|
| AND/OR/NAND/NOR | 2 | 0.74 |
| AND-OR/OR-AND | 2 | 0.48 |
| flip-flops | 1 | 0.44 |
| buffers and inverters | 2 | 0.31 |
| adder cells (fa/ha/maj) | 1 | 0.19 |
[worst min-delay path by stage]
stage                 from  end  slack, ns
after CTS               tx   tx       0.51
after global routing    tx   tx       0.52
final                   tx   tx       0.51
Power figures rest on the tool's default switching activity, not on a simulated workload.
