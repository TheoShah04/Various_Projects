===== flow/design.v =====
module uart_rx #(
    parameter CLK_FREQ = 100_000_000,
    parameter BAUD     = 115200
)(
    input  logic clk,
    input  logic rst,
    input  logic rx,         
    output logic [7:0] data,
    output logic valid_out,       
    output logic data_end
);
    localparam integer BAUD_CNT = CLK_FREQ / BAUD;  
    localparam integer HALF_BAUD = BAUD_CNT / 2;  
    int unsigned idle_cnt;
    typedef enum logic [1:0] {IDLE, START, DATA, STOP} state_t;
    state_t state;
    logic [$clog2(BAUD_CNT)-1:0] baud_cnt;  
    logic [2:0] bit_idx;  
    logic [7:0] shift_reg;
    always_ff @(posedge clk or posedge rst) begin
        if (rst) begin
            state <= IDLE;
            baud_cnt <= 0;
            bit_idx <= 0;
            valid_out <= 0;
            idle_cnt <= 0;
        end else begin
            valid_out <= 1'b0;
            case (state)
                IDLE:   if (!rx) begin  
                            state <= START;
                            baud_cnt <= HALF_BAUD;
                            idle_cnt <= 0;
                        end
                        else begin
                            idle_cnt <= idle_cnt + 1;
                        end
                START:  if (baud_cnt == 0) begin
                            state <= DATA;
                            baud_cnt <= BAUD_CNT-1;
                            bit_idx <= 0;
                        end else baud_cnt <= baud_cnt - 1;
                DATA:   if (baud_cnt == 0) begin  
                            shift_reg[bit_idx] <= rx;
                            baud_cnt <= BAUD_CNT-1;
                            if (bit_idx == 7) begin  
                                state <= STOP;
                            end
                            else begin  
                                bit_idx <= bit_idx + 1;
                            end
                        end else begin  
                            baud_cnt <= baud_cnt - 1;
                        end
                STOP:   if (baud_cnt == 0) begin
                            data <= shift_reg;
                            valid_out <= 1'b1;
                            state <= IDLE;
                        end else begin
                            baud_cnt <= baud_cnt - 1;
                        end
            endcase
        end
    end
    assign data_end = (idle_cnt == 20_000);  
endmodule

===== flow/run.sh =====
#!/bin/bash
# OpenROAD 26Q1-2900-gdf79404cd8, Yosys 0.63+post, stock flow scripts
make -C /OpenROAD-flow-scripts/flow DESIGN_CONFIG=/design/flow/config.mk WORK_HOME=/design/flow/orfs finish

===== flow/config.mk =====
export PLATFORM = sky130hd
export DESIGN_NAME = uart_rx
export DESIGN_NICKNAME = uart_rx
export VERILOG_FILES = /design/flow/design.v
export SDC_FILE = /design/flow/constraint.sdc
export NUM_CORES = 4
export LEC_CHECK = 1
export CORE_UTILIZATION = 40

===== flow/constraint.sdc =====
current_design uart_rx

set clk_period 5.2
set clk_io_pct 0.2

create_clock -name clk0 -period $clk_period [get_ports {clk}]

set non_clock_inputs [all_inputs -no_clocks]
set_input_delay [expr $clk_period * $clk_io_pct] -clock clk0 $non_clock_inputs
set_output_delay [expr $clk_period * $clk_io_pct] -clock clk0 [all_outputs]

==> results.txt <==
FP Core Util - 0.4103
MaxCap Viol Count - 0
Clk pwr share - 0.439
Root buf cell - clkbuf_8
Unrepaired setup endpoints after global routing - no
Mean Syn Cell Area - 9.676 sq um
Post-synth seq share - 0.4866
Period utilization - 0.5944
Distinct cells, synth - 49
FMAX - 0.3235 GHz
Chip area in the Yosys report - 0.003561 sq mm
Main flop type - dfrtp_1
Filler cells - 822
Max reg flops - 32
Resized cells post-CTS - 0
Core area - 0.008678 sq mm
Rel. slew slack - 0.4515
Clk latency of the worst-skew pair - 340 ps
Setup TNS Final - 0 ps
Critical path launch point type - flop
Number of setup buffers added after CTS - 0
ANT nets after route - 0
Critical path's largest stage delay - 470 ps
Slowest cell on the critical path - dfrtp_1
Flops & latches, synth - 66
Cell area after synthesis - 0.003561 sq mm
DR WL/cell - 14.85 um
Ys Warns - 1
P_leak - 1.553 nW
Crit path DRT - 4160 ps
Detailed placement HPWL - 4.881 mm
Pint - 750.0 uW
Number of port buffers - 12
Clk_skew - 7.202 ps
Grt total ovfl - 0
Crit path cell chain - nor4b_1 -> nand4_1 -> nor2_1 -> clkdlybuf4s50_1
CTS tree - done
Setup crit end kind - output port
Clock sink count - 66
MI comb area - 0.001728 sq mm
Peak supply drop - 0.1012 mV
Number of buffers and inverters on the critical path - 1
Run status - finished, final reports clean
Tool Warnings - 31
Rows - 34
Initial DRC Count - 136
Clock-pin slew on the worst setup and hold paths - 70 ps
Reg2Reg Depth - 3
Drt first pass iters - 4
Measured slew at the worst slew-check pin - 815.2 ps
EDFF count, synth - 16
I/O pin total - 13
Switching part of the total - 0.2213
Post-Route WL - 7.293 mm
Via count - 2,817
Logic pwr share - 0.012
Cells after Synth - 368
ANT cells - 0
Worst Setup Path Type - flop to output port
CP Max Fanout - 7
Vias in the first global route - 2,545
DR vias/cell - 5.737
DR DRC count - 0
Hold_buf cts - 0
Final setup viols - 0
Pin count of the biggest net entering global routing - 51
Total track usage - 0.1761
Die area - 0.009283 sq mm
Critical path depth in cells - 4
Yosys cell count - 368
Sw power - 213.1 uW
Die Width - 96.35 um
Top Registers - idle_cnt (32), baud_cnt (10)
Hold path depth - 0
H-tree depth - 3
Synth-to-Final Area Change - 11.49%
Critical path data arrival time - 2050 ps
First-pass GRT wire length - 12.49 mm
Antenna violations before repair - 0
Min Tclk post-route - 3091 ps
Flop pwr share - 0.548
Pwr dens - 242.6 mW/mm^2
Top reg by flops - idle_cnt
CTS buffer count - 9
Final tally of hold violations - 0
Hold Slack - 453.8 ps
RePlAce Congestion - 0.8636
Crit path max-delay family - simple AND/OR/NAND/NOR gates
Reg area - 0.001733 sq mm
Bufs on Longest Clock Path - 2
Slew Viols, Final - 0
Die height - 96.35 um
Asr flop ratio synth - 0.7576
Proportion of layout cells with a drive suffix above 1 - 0.07311
Hold Crit Class - flop to flop
-- path summary, 6_finish.rpt --
path | slack [ps] | endpoint | from
worst max-delay path | 2110 | data_end | idle_cnt[4]
worst min-delay path | 450 | data[1] | shift_reg[1]
worst max register to register | 2500 | shift_reg[3] | baud_cnt[4]
worst min register to register | 450 | data[1] | shift_reg[1]
max in group asynchronous | 3530 | idle_cnt[6] | rst
min in group asynchronous | 1220 | state[3] | rst
-- cell usage in the layout, fill, tap and decap left out, types with 9 or more instances in the layout --
cell type and count:
nand2_1 53, dfrtp_1 49, o21ai_0 22, nor2_1 20, a21oi_1 18, edfxtp_1 16
nand3_1 13, or4_1 12, clkdlybuf4s50_1 12, nor4_1 11, o31ai_1 10, ha_1 10
inv_1 9, or3_1 9, nand2b_1 9, clkbuf_8 9
-- stage by stage --
step	power, mW	area [sq um]	utilization	cells	setup WS [ps]
after floorplan	0.5459	3561	-	368	2355
after global placement	0.5509	3776	0.4351	475	2175
after detailed placement	0.5511	3776	0.4351	475	2088
after CTS	0.9775	3970	0.4575	491	2090
after global routing	1.003	3970	0.4575	491	1973
final	0.9631	3970	0.4575	491	2109
-- cells in the mapped netlist (3+ instances only) --
master,number,area share
inv_1,10,0.011
clkbuf_1,13,0.014
and2_1,3,0.0053
a21oi_1,18,0.025
nor4b_1,5,0.012
dfrtp_1,49,0.34
or3_1,9,0.016
o31ai_1,10,0.021
nor3_1,8,0.011
nand3_1,13,0.018
nor4_1,11,0.019
xor2_1,5,0.012
o21ai_0,22,0.031
a31oi_1,4,0.0070
nor2_1,20,0.021
or2_2,3,0.0053
and3_1,7,0.012
and4_1,5,0.012
a41o_1,4,0.011
nand4_1,7,0.012
nand2b_1,9,0.016
xnor2_1,4,0.0098
nand2_1,53,0.056
edfxtp_1,16,0.13
a22o_1,8,0.020
mux2i_1,6,0.017
ha_1,10,0.035
or4_1,12,0.025
-- metal layers --
metal,vias to the layer above,track usage,routed length (um)
met4,0,0.02574,79
met5,-,0,0
li1,1386,-,-
met3,7,0.01767,280
met2,58,0.2671,3322
met1,1366,0.2887,3610
-- cells by family after synthesis --
kind of cell	synth area share
xor+xnor	0.02213
simple gates	0.2677
flops	0.4867
buf+inv	0.02811
mux	0.02319
compound gates	0.1370
fa+ha+maj	0.03514
-- power groups by stage --
stage / Sequential [mW] / Clock [mW] / Combinational (mW)
final: 0.528 / 0.423 / 0.0116
after CTS: 0.528 / 0.437 / 0.0124
after global routing: 0.528 / 0.461 / 0.0138
-- area by class of cell --
type	count	share of cell area
sequential	66	0.4365
multi-input combinational	276	0.4352
timing repair buffer	15	0.03593
tap	108	0.03404
clock buffer	9	0.03120
clock inverter	7	0.01765
inverter	10	0.009455
Power and IR drop assume default switching activity.
