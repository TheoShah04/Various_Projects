--- design/flow/run.sh ---
#!/bin/bash
# OpenROAD 26Q1-2900-gdf79404cd8, Yosys 0.63+post, stock flow scripts
make -C /OpenROAD-flow-scripts/flow DESIGN_CONFIG=/design/flow/config.mk WORK_HOME=/design/flow/orfs finish
--- design/flow/config.mk ---
export PLATFORM = sky130hd
export DESIGN_NAME = compSwap
export DESIGN_NICKNAME = compSwap
export VERILOG_FILES = /design/flow/design.v
export SDC_FILE = /design/flow/constraint.sdc
export NUM_CORES = 4
export LEC_CHECK = 1
export CORE_UTILIZATION = 30
--- design/flow/constraint.sdc ---
current_design compSwap

set clk_period 10.0
set clk_io_pct 0.2

create_clock -name clk0 -period $clk_period [get_ports {clk}]

set non_clock_inputs [all_inputs -no_clocks]
set_input_delay [expr $clk_period * $clk_io_pct] -clock clk0 $non_clock_inputs
set_output_delay [expr $clk_period * $clk_io_pct] -clock clk0 [all_outputs]
--- design/flow/design.v ---
module compSwap #(
        parameter WIDTH = 32,
        parameter DIR = 1
    )(
        input logic clk,
        input logic rst,
        input logic signed [0:WIDTH-1] A_in,
        input logic signed [0:WIDTH-1] B_in,
        output logic signed [0:WIDTH-1] A_out,
        output logic signed [0:WIDTH-1] B_out
    );
    always_ff @ (posedge clk) begin
        if (!rst) begin
            if (DIR) begin  
                A_out <= (B_in >= A_in) ? A_in : B_in;
                B_out <= (B_in >= A_in) ? B_in : A_in;
            end
            else begin  
                A_out <= (A_in >= B_in) ? A_in : B_in;
                B_out <= (A_in >= B_in) ? B_in : A_in;
            end
        end
        else begin
            A_out = '0;
            B_out = '0;
        end
    end
endmodule
==> out/results.tsv <==
stage	metric	value	unit
global_routing	antenna_found_initial	0	
route	routed_wl	7.75	mm
timing	final-hold-violation-count	0	
run_status	status	finished clean	
synth	yosysWarnings	1	
setup_path	critical_path_cell_count	10	
floorplan	rows	37	
power_and_ir_drop	ir_drop	0.0000794	V
global_routing	grt_max_degree	65	
global_routing	grt-ovfl-total	0	
route	vias	2622	
setup_path	slowest_delay	520	ps
timing	fmax	207	MHz
power_and_ir_drop	p_leak	0.00222	uW
setup_path	crit_type	in2reg	
setup_path	slowest_stage	buf_4	
timing	setup-violations-final	0	
synth	syn_area_per_cell	10.3	sq um
placed_design	gp_congestion	0.772	
min_path	hold_path_depth	3	
synth	top_area_cell	dfxtp_1	
timing	slew_headroom	0.451	
synth	ys_ff	64	
timing	period_minus_slack	4840	ps
placed_design	portBuffers	129	
clocking	cts-root-buf	clkbuf_8	
flow_run	maxCapViolCount	0	
timing	slew_viol_final	0	
min_path	min_from	A_in[14]	
setup_path	cp_data_arrival_time	5100	ps
route	diodes	0	
setup_path	critPathMaxFanout	28	
min_path	min_to	B_out[14]$_SDFF_PP0_	
route	drt_iter0_drc	48	
clocking	clk_pin_slew	70	ps
setup_path	cp-end-kind	flop	
floorplan	core	10500	sq um
floorplan	die_area	11400	sq um
global_routing	grt_pass1_vias	2571	
synth	yosys_area	3280	sq um
finish	drive_above_1_share	0.0532	
setup_path	critPathTopFamily	AND-OR/OR-AND gates	
floorplan	ioPinCount	130	
min_path	hold_class	in2reg	
synth	ys_cells	320	
setup_path	path_cells	clkdlybuf4s50_1 -> inv_1 -> ha_1 -> a21oi_1 -> o21ai_0 -> a2111o_1 -> o32ai_2 -> mux2i_4 -> buf_4 -> mux2i_1	
clocking	cts_buffers	9	
synth	netlist_area	3280	sq um
finish	syn_to_final_growth	48.9	%
clocking	clock_sinks	64	
route	wl_per_cell	13.2	microns
timing	tns	0	ps
floorplan	die_y	107	microns
flow_run	tool_warnings	25	
synth	postSynthSeqShare	0.390	
synth	ys_async_sr_fraction	0	
finish	fillers	970	
synth	synthTopCellsByArea	dfxtp_1 (39%), mux2i_1 (20%), ha_1 (12%), nand2b_1 (12%), inv_1 (3.7%)	
global_routing	grt_pass1_wl	12.3	mm
setup_path	path_buffers	3	
timing	rsz0062_at_grt	false	
synth	syn_inst	320	
finish	fin_util	0.467	
synth	ys_types	28	
clocking	htreeDepth	3	
timing	tightest_slew	823	ps
setup_path	worstPathRequired	10260	ps
clocking	ctsHoldBuffers	0	
clocking	cts_tree	built	
global_routing	gr-usage-all-layers	0.140	
setup_path	cp-start-kind	primary input	
clocking	cts_resized	0	
timing	finalClockPeriodUsage	0.484	
route	ant_nets	0	
route	first_pass_iters	4	
route	drc	0	
synth	ff_type	dfxtp_1	
placed_design	hpwl	5.70	mm
clocking	post_cts_buffers	0	
clocking	ctsLongestPathBuffers	2	
route	viasPerCell	4.47	
synth	edf_count	0	
floorplan	floorplan.core_util	0.314	
power_and_ir_drop	power_per_cell_area	149	nW/um^2
synth	top_cell_area_share	0.390	
floorplan	die_w	107	microns
[cell families (layout without fill, tap and decap cells)]
kind of cell,Yosys count,in the layout,synth area share
simple gates,85,85,0.162
mux,66,66,0.204
flops,64,64,0.390
buf+inv,46,177,0.0686
compound gates,27,27,0.0541
fa+ha+maj,32,32,0.122
[routing by layer]
metal | global-route usage | routed length [microns]
met1 | 0.193 | 3520
met2 | 0.233 | 3670
met3 | 0.0360 | 481
met5 | 0 | 0
met4 | 0.0147 | 71
[worst max path at each step]
stage	startpoint	end	slack, ps
4_1_cts	A_in[26]	B_out[20]$_SDFF_PP0_	5150
5_1_grt	A_in[18]	B_out[16]$_SDFF_PP0_	4970
6_report	A_in[26]	A_out[3]$_SDFF_PP0_	5160
[placed cells by master (no fill, tap or decap)]
| master | instances |
|---|---|
| clkbuf_8 | 13 |
| buf_4 | 1 |
| a21oi_1 | 14 |
| ha_1 | 32 |
| mux2_4 | 1 |
| a211o_1 | 1 |
| mux2i_1 | 64 |
| a2111o_1 | 1 |
| o21a_1 | 3 |
| and3b_1 | 1 |
| mux2i_4 | 1 |
| bufinv_16 | 2 |
| inv_1 | 32 |
| nand2b_1 | 64 |
| a21oi_2 | 1 |
| a21o_1 | 2 |
| nand4_1 | 5 |
| nand2_1 | 8 |
| dfxtp_1 | 64 |
| buf_2 | 1 |
| clkdlybuf4s50_1 | 128 |
| and4_1 | 1 |
| nand3_1 | 1 |
| nor2b_1 | 1 |
| nor2_1 | 1 |
| or4_4 | 1 |
| o32ai_2 | 1 |
| o21ai_0 | 2 |
| nor4_2 | 1 |
| o211ai_1 | 2 |
| nand4_2 | 1 |
[state kept, by name (all words and copies together) (netlist names)]
register  flops
A_out        32
B_out        32
[stage by stage]
step | setup WS, ps | cells | total power (uW) | hold WS [ps] | cell area [sq um]
6_report | 5160 | 587 | 728 | 2290 | 4890
5_1_grt | 4970 | 587 | 769 | 2280 | 4890
3_3_place_gp | 4860 | 572 | 474 | 2630 | 4650
4_1_cts | 5150 | 587 | 743 | 2270 | 4890
2_1_floorplan | 5880 | 320 | 378 | 2180 | 3280
3_5_place_dp | 4820 | 572 | 475 | 2640 | 4650
[power breakdown]
group	switching [uW]	internal (uW)
logic	64.6	112
registers	7.21	284
clock network	94.0	166
[layout make-up]
| class | count | area [sq um] | area share |
|---|---|---|---|
| inverter | 32 | 120 | 0.0246 |
| multi-input combinational | 210 | 1790 | 0.365 |
| clock buffer | 13 | 179 | 0.0366 |
| timing repair buffer | 130 | 1290 | 0.265 |
| sequential | 64 | 1280 | 0.262 |
| clock inverter | 2 | 60.1 | 0.0123 |
| tap | 136 | 170 | 0.0348 |
[synth_stat cells, types with 2 or more instances]
cell type   n
buf_6       7
a21o_1      2
mux2i_1    64
nand2_1     8
o21a_1      3
clkbuf_1    7
nand4_1     5
inv_1      32
o21ai_0     2
o211ai_1    2
nand2b_1   64
ha_1       32
dfxtp_1    64
a21oi_1    14
Power and IR drop assume default switching activity.
